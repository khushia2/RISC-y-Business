$ cat flow/config.mk
export PLATFORM = sky130hd
export DESIGN_NAME = branch_predictor
export DESIGN_NICKNAME = branch_predictor
export VERILOG_FILES = /design/flow/design.v
export SDC_FILE = /design/flow/constraint.sdc
export NUM_CORES = 4
export LEC_CHECK = 1
export CORE_UTILIZATION = 50
export SYNTH_MEMORY_MAX_BITS = 65536
$ cat flow/constraint.sdc
current_design branch_predictor

set clk_period 51.9
set clk_io_pct 0.2

create_clock -name clk0 -period $clk_period [get_ports {clk}]

set non_clock_inputs [all_inputs -no_clocks]
set_input_delay [expr $clk_period * $clk_io_pct] -clock clk0 $non_clock_inputs
set_output_delay [expr $clk_period * $clk_io_pct] -clock clk0 [all_outputs]
$ cat flow/design.v
package pcmux;
typedef enum bit [1:0] {
    pc_plus4  = 2'b00
    ,alu_out  = 2'b01
    ,alu_mod2 = 2'b10
} pcmux_sel_t;
endpackage
package marmux;
typedef enum bit {
    pc_out = 1'b0
    ,alu_out = 1'b1
} marmux_sel_t;
endpackage
package cmpmux;
typedef enum bit {
    rs2_out = 1'b0
    ,imm = 1'b1
} cmpmux_sel_t;
endpackage
package alumux;
typedef enum bit {
    rs1_out = 1'b0
    ,pc_out = 1'b1
} alumux1_sel_t;
typedef enum bit {
    imm = 1'b0
    ,rs2_out = 1'b1
} alumux2_sel_t;
endpackage
package fmux;
typedef enum bit [1:0]{
    rs_out = 2'b00
    ,regfilemux_out_mem = 2'b01
    ,regfilemux_out_wb = 2'b10
} forward_t;
endpackage
package regfilemux;
typedef enum bit [3:0] {
    alu_out   = 4'b0000
    ,cmp_out    = 4'b0001
    ,imm    = 4'b0010
    ,lw       = 4'b0011
    ,pc_plus4 = 4'b0100
    ,lb        = 4'b0101
    ,lbu       = 4'b0110   
    ,lh        = 4'b0111
    ,lhu       = 4'b1000   
} regfilemux_sel_t;
endpackage
interface rvfi_itf(input clk, input rst);
    logic halt;
    logic commit;
    logic [63:0] order;
    logic [31:0] inst;
    logic trap;
    logic [4:0] rs1_addr;
    logic [4:0] rs2_addr;
    logic [31:0] rs1_rdata;
    logic [31:0] rs2_rdata;
    logic load_regfile;
    logic [4:0] rd_addr;
    logic [31:0] rd_wdata;
    logic [31:0] pc_rdata;
    logic [31:0] pc_wdata;
    logic [31:0] mem_addr;
    logic [3:0] mem_rmask;
    logic [3:0] mem_wmask;
    logic [31:0] mem_rdata;
    logic [31:0] mem_wdata;
    logic [15:0] errcode;
endinterface
module branch_predictor
(
   input logic clk,
   input logic rst,
   input logic[6:0] opcode_if,
   input logic[31:0] pc_if,
   input logic is_branch_ex,
   input logic is_jump_ex,
   input logic[31:0] pc_ex,
   input logic[31:0] branch_pc_ex,
   input logic cmp_out_ex,
   output logic is_branch_if,
   output logic is_jump_if,
   output logic predict_taken,
   output logic[31:0] predicted_pc,
   output logic use_predicted
);
logic   valid_branch, valid_pc;
logic is_jump, valid_prediction;
assign is_branch_if = opcode_if === 7'b1100011;
assign is_jump_if = is_jump;
assign is_jump = opcode_if === 7'b1101111 || opcode_if === 7'b1100111;
assign use_predicted = valid_pc & ((valid_branch & predict_taken) | is_jump_if);
local_predictor#(32) local_predictor(
   .clk,
   .rst,
   .is_branch_ex,
   .cmp_out_ex,
   .pc_if,
   .pc_ex,
   .loc_predict_taken(predict_taken),
	.tag_match(valid_branch)
);
btb#(64) btb(.*);
endmodule : branch_predictor
module btb #(parameter N = 128)
(
   input logic clk,
   input logic rst,
   input logic is_branch_ex,
   input logic is_jump_ex,
   input logic [31:0] pc_if,
   input logic [31:0] pc_ex,
   input logic [31:0] branch_pc_ex,
   output logic valid_pc,
   output logic [31:0] predicted_pc
);
localparam n = $clog2(N);
logic[31:0] target_pcs[N];
logic [n-1:0] w_idx, r_idx;
logic [32-n-2:0] tags[N], w_tag, r_tag, tag_out;
assign w_idx = pc_ex[n+1:2];
assign r_idx = pc_if[n+1:2];
assign w_tag = pc_ex[31:n+2];
assign r_tag = pc_if[31:n+2];
assign tag_out = tags[r_idx];
assign valid_pc = tag_out === r_tag;
assign predicted_pc = target_pcs[r_idx];
always_ff @(posedge clk) begin
   if (rst) begin
      for (int i = 0; i < N; i++) begin
         target_pcs[i] <= '0;
         tags[i] <= '0;
      end
   end
   else if (is_branch_ex || is_jump_ex) begin
      tags[w_idx] <= w_tag;
      target_pcs[w_idx] <= branch_pc_ex;
   end
end
endmodule : btb
module local_predictor #(parameter N = 128)
(
   input logic clk,
   input logic rst,
   input logic is_branch_ex,
   input logic cmp_out_ex,
   input logic [31:0] pc_if,
   input logic [31:0] pc_ex,
   output logic loc_predict_taken,
	output logic tag_match
);
localparam n = $clog2(N);
logic [1:0] counters[N], cnt_out;
logic [n-1:0] w_idx, r_idx;
logic [32-n-2:0] tags[N], w_tag, r_tag, tag_out;
assign w_idx = pc_ex[n+1:2];
assign r_idx = pc_if[n+1:2];
assign w_tag = pc_ex[31:n+2];
assign r_tag = pc_if[31:n+2];
assign tag_match = r_tag === tag_out;
assign loc_predict_taken = cnt_out[1];
assign tag_out = tags[r_idx];
assign cnt_out = counters[r_idx];
always_ff @(posedge clk) begin
   if (rst) begin
      for (int i = 0; i < N; i++) begin
         counters[i] <= 2'b01;
         tags[i] <= '0;
      end
   end
   else if (is_branch_ex) begin
      tags[w_idx] <= w_tag;
      if (counters[w_idx] !== 2'b11 && cmp_out_ex)
         counters[w_idx]++;
      else if (counters[w_idx] !== 2'b00 && !cmp_out_ex)
         counters[w_idx]--;
   end
end
endmodule : local_predictor
$ cat flow/run.sh
#!/bin/bash
# OpenROAD 26Q1-2900-gdf79404cd8, Yosys 0.63+post, stock flow scripts
make -C /OpenROAD-flow-scripts/flow DESIGN_CONFIG=/design/flow/config.mk WORK_HOME=/design/flow/orfs finish
==> results.cfg <==
; physical design summary
[placement]
place_congestion = 0.958
hpwl_mm = 379
port_buffers = 139

[finish]
fin_util_pct = 55.8
fillers = 29700
synthToLayoutAreaGrowth_pct = 10.9
final_layout_size_suffix_gt1_share_pct = 19.4

[clock_tree]
cts_resized = 0
path_clk_slew_ps = 60
numClockSinks = 4448
holdBufCountCts = 0
clockBufferDepth = 4
htreeDepth = 5
numCtsBuffers = 471
cts-root-buf = clkbuf_16
cts_tree = built
clk_latency_ps = 1000
cts_post_setup_buffers_inserted = 0

[yosys]
synth.mux.area_fraction_pct = 14.5
aoi_share_pct = 1.79
synth-seq-area-share_pct = 65.5
top_cell_area_share_pct = 64.9
syn_avg_cell_area_sq_um = 15.6
simple_gate_area_share_pct = 15.1
edf_count = 4384
ys_cells = 13000
synth.largest_area_cell = edfxtp_1
ys_area_sq_um = 203000
netlist_instances = 13000
xor_share_pct = 0.250
ys_sh_adder_pct = 0
syn_area_sq_um = 203000
ys.flop_type = edfxtp_1
ys_ff = 4448
ys_types = 71
top_logic_kind = simple AND/OR/NAND/NOR gates
ys_async_sr_fraction_pct = 0
ys_warn_count = 3
area_leaders = edfxtp_1 (65%), and2_1 (13%), mux4_2 (12%)

[global_route]
busiest_layer = met2
use_met2_pct = 48.2
gr-usage-met1_pct = 41.2
grt_util_met3_pct = 32.2
grt_max_degree = 100
grt_pass1_vias = 121000
track_usage_pct = 35.3
grt_overflow_total = 0
grt_pass1_wl_mm = 893
antenna_found_initial = 33

[final_timing]
finalCriticalPeriod_ps = 29380
max-slew-margin-rel_pct = 21.8
hold_viol = 0
clock_skew_ps = 16.5
report.final.setup_viol = 0
fin_setup_tns_ps = 0
rsz0062_at_grt = false
fmax_ghz = 0.0340
drv_slew = 0
finalCritPeriodShare_pct = 56.6
tightest_slew_ps = 1160

[worst_setup_path]
r2r_cells = 11
path_common_cell = buf_4
worst_ep_arrival_time_ps = 19000
crit_family = buffers and inverters
critPathCaptureType = output port
path_cells = buf_16 -> buf_12 -> buf_4 -> buf_4 -> buf_4 -> buf_4 -> buf_4 -> buf_4 -> mux4_2 -> nand2_1 -> a21oi_1 -> a2111oi_1 -> buf_4 -> nor2_1 -> xor2_1 -> or4_1 -> a2111oi_2 -> o2111a_1 -> clkdlybuf4s50_1
slowest_stage = buf_4
cp_max_fo = 67
r2r_setup_slack_ps = 48810
r2r_start = local_predictor.counters[20][1]$_SDFFE_PP0P_
rr_endpoint = local_predictor.counters[15][0]$_SDFFE_PP1P_
start_kind = primary input
worstPathRequired_ps = 41520
critical_path_depth = 19
crit_buf_inv = 10
path_class = in -> out
critPathMaxStageDelay_ps = 680

[pwr]
power.leakage_nw = 77.8
ir_drop_v = 0.0000364
power_frac_seq_pct = 51.2
p_int_mw = 6.25
p_per_area_nw_per_um2 = 36.2
p_comb_share_pct = 8.5
switchingPower_mw = 1.89
pwr-share-clk_pct = 40.3
switching_share_pct = 23.3

[outcome]
outcome = finished clean

[flow_run]
warnings = 30
cap_violations = 0

[hold_path]
holdPathEnd = local_predictor.counters[14][1]$_SDFFE_PP0P_
hold_depth = 2
worstHoldStart = local_predictor.counters[14][1]$_SDFFE_PP0P_
hp-class = reg -> reg

[detailed_routing]
detail_route.wl_per_cell_um = 34.3
drt_first_iter_violations = 7155
postRouteWirelength_mm = 638
ant_nets = 0
viasPerCell = 6.00
first_pass_iters = 5
vias = 112000
drc_errors = 0

[die]
rows = 233
coreArea_sq_um = 403000
fp_util_pct = 50.3
die_area_sq_um = 408000
die_y_um = 639
die_w_um = 639
io_pins = 144
-- Yosys cell counts (all sizes together), types with 58 or more instances --
cell and n:
o21ai 58, nand2 155, nor3 61, a21oi 82
buf 252, dfxtp 64, mux4 1124, or2 94
o221ai 83, nor2 186, edfxtp 4384, and2 4316
clkbuf 1113, mux2i 387, and3 85
-- cells by family (layout without fill, tap and decap cells) --
logic type | count (synthesis) | in the layout
AND/OR/NAND/NOR | 5045 | 5045
flip-flops | 4448 | 4448
multiplexers | 1535 | 1535
buffers and inverters | 1382 | 1543
AND-OR/OR-AND | 506 | 506
XOR/XNOR | 58 | 58
other | 0 | 47
-- sequential cells by signal, indices dropped and copies added (netlist names) --
| register | cells |
|---|---|
| btb.target_pcs | 2048 |
| local_predictor.tags | 800 |
| btb.tags | 1536 |
| local_predictor.counters | 64 |
-- cell type report --
class	instances	area, sq um	area share, %
Clock buffer	597	12500	5.56
Multi-Input combinational cell	7144	65000	28.9
Sequential cell	4448	133000	59.1
Inverter	17	75.1	0.0334
Clock inverter	281	2410	1.07
Antenna cell	47	118	0.0523
Tap cell	5405	6760	3.01
Timing Repair Buffer	648	5090	2.26
-- tightest hold or removal path, stage by stage (launching register included) --
cell	delay, ps
dfxtp_1	320
nand2b_1	60
mux2i_1	50
-- routing by layer --
metal,part of all wire (%),vias up
li1,-,47400
met1,30,55000
met2,45,7994
met3,22,1159
met4,3.4,70
met5,0.52,-
-- power by group through the flow --
stage / logic (mW) / clock network, mW / registers, mW
finish: 0.696 / 3.28 / 4.17
global route: 0.734 / 3.46 / 4.19
CTS: 0.687 / 3.31 / 4.17
-- how the worst max path moves through the flow --
stage	startpoint	to	slack (ps)
CTS	pc_if[2]	use_predicted	22300
global route	pc_if[2]	use_predicted	21990
finish	pc_if[2]	use_predicted	22520
-- cell usage in the layout, fill, tap and decap left out, drive strengths merged, types with 39 or more instances in the layout --
| cell type | count |
|---|---|
| nand2b | 43 |
| nor3 | 61 |
| mux4 | 1124 |
| clkdlybuf4s50 | 75 |
| clkbuf | 598 |
| nand2 | 155 |
| and3 | 85 |
| o221ai | 83 |
| bufinv | 39 |
| and2 | 4316 |
| mux2i | 387 |
| o21ai | 58 |
| o22ai | 53 |
| buf | 572 |
| diode | 47 |
| or2 | 94 |
| dfxtp | 64 |
| edfxtp | 4384 |
| a22oi | 57 |
| clkinv | 226 |
| nor2 | 186 |
| a21oi | 82 |
-- through the flow --
step	power, mW	hold slack (ps)	setup slack [ps]	area (sq um)	std cells
floorplan	4.61	452	28260	203000	13000
global placement	4.92	474	22300	210000	17700
detailed placement	4.93	485	22310	210000	17700
CTS	8.18	492	22300	225000	18500
global route	8.38	504	21990	225000	18600
finish	8.15	488	22520	225000	18600
Power is estimated from default activity; no workload was simulated.
