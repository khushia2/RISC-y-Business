==> design/flow/design.v <==
package pcmux;
typedef enum bit [1:0] {
    pc_plus4  = 2'b00
    ,alu_out  = 2'b01
    ,alu_mod2 = 2'b10
} pcmux_sel_t;
endpackage
package marmux;
typedef enum bit {
    pc_out = 1'b0
    ,alu_out = 1'b1
} marmux_sel_t;
endpackage
package cmpmux;
typedef enum bit {
    rs2_out = 1'b0
    ,imm = 1'b1
} cmpmux_sel_t;
endpackage
package alumux;
typedef enum bit {
    rs1_out = 1'b0
    ,pc_out = 1'b1
} alumux1_sel_t;
typedef enum bit {
    imm = 1'b0
    ,rs2_out = 1'b1
} alumux2_sel_t;
endpackage
package fmux;
typedef enum bit [1:0]{
    rs_out = 2'b00
    ,regfilemux_out_mem = 2'b01
    ,regfilemux_out_wb = 2'b10
} forward_t;
endpackage
package regfilemux;
typedef enum bit [3:0] {
    alu_out   = 4'b0000
    ,cmp_out    = 4'b0001
    ,imm    = 4'b0010
    ,lw       = 4'b0011
    ,pc_plus4 = 4'b0100
    ,lb        = 4'b0101
    ,lbu       = 4'b0110   
    ,lh        = 4'b0111
    ,lhu       = 4'b1000   
} regfilemux_sel_t;
endpackage
interface rvfi_itf(input clk, input rst);
    logic halt;
    logic commit;
    logic [63:0] order;
    logic [31:0] inst;
    logic trap;
    logic [4:0] rs1_addr;
    logic [4:0] rs2_addr;
    logic [31:0] rs1_rdata;
    logic [31:0] rs2_rdata;
    logic load_regfile;
    logic [4:0] rd_addr;
    logic [31:0] rd_wdata;
    logic [31:0] pc_rdata;
    logic [31:0] pc_wdata;
    logic [31:0] mem_addr;
    logic [3:0] mem_rmask;
    logic [3:0] mem_wmask;
    logic [31:0] mem_rdata;
    logic [31:0] mem_wdata;
    logic [15:0] errcode;
endinterface
module meta_predictor #(parameter N = 128)
(
   input logic clk,
   input logic rst,
   input logic is_branch_ex,
   input logic cmp_out_ex,
   input logic loc_predict_taken_if,
   input logic glob_predict_taken_if,
   input logic loc_predict_taken_ex,
   input logic glob_predict_taken_ex,
   input logic [31:0] pc_if,
   input logic [31:0] pc_ex,
   output logic valid_branch,
   output logic predict_taken
);
localparam n = $clog2(N);
logic loc_predict_correct, glob_predict_correct, use_global_predict;
logic [1:0] counters[N], cnt_out;
logic [n-1:0] w_idx, r_idx;
logic [32-n-2:0] tags[N], w_tag, r_tag, tag_out;
assign w_idx = pc_ex[n+1:2];
assign r_idx = pc_if[n+1:2];
assign w_tag = pc_ex[31:n+2];
assign r_tag = pc_if[31:n+2];
assign tag_out = tags[r_idx];
assign cnt_out = counters[r_idx];
assign use_global_predict = cnt_out[1];
assign valid_branch = r_tag === tag_out;
assign loc_predict_correct = loc_predict_taken_ex === cmp_out_ex;
assign glob_predict_correct = glob_predict_taken_ex === cmp_out_ex;
assign predict_taken = use_global_predict ? glob_predict_taken_if : loc_predict_taken_if;
always_ff @(posedge clk) begin
   if (rst) begin
      for (int i = 0; i < N; i++) begin
         counters[i] <= 2'b01;
         tags[i] <= '0;
      end
   end
   else if (is_branch_ex) begin
      tags[w_idx] <= w_tag;
      if (counters[w_idx] !== 2'b11 && (glob_predict_correct && !loc_predict_correct))
         counters[w_idx]++;
      else if (counters[w_idx] !== 2'b00 && (!glob_predict_correct && loc_predict_correct))
         counters[w_idx]--;
   end
end
endmodule : meta_predictor
==> design/flow/run.sh <==
#!/bin/bash
# OpenROAD 26Q1-2900-gdf79404cd8, Yosys 0.63+post, stock flow scripts
make -C /OpenROAD-flow-scripts/flow DESIGN_CONFIG=/design/flow/config.mk WORK_HOME=/design/flow/orfs finish
==> design/flow/config.mk <==
export PLATFORM = sky130hd
export DESIGN_NAME = meta_predictor
export DESIGN_NICKNAME = meta_predictor
export VERILOG_FILES = /design/flow/design.v
export SDC_FILE = /design/flow/constraint.sdc
export NUM_CORES = 4
export LEC_CHECK = 1
export CORE_UTILIZATION = 40
==> design/flow/constraint.sdc <==
current_design meta_predictor

set clk_period 83.0
set clk_io_pct 0.2

create_clock -name clk0 -period $clk_period [get_ports {clk}]

set non_clock_inputs [all_inputs -no_clocks]
set_input_delay [expr $clk_period * $clk_io_pct] -clock clk0 $non_clock_inputs
set_output_delay [expr $clk_period * $clk_io_pct] -clock clk0 [all_outputs]
==> reports/results.env <==
RESULT_OF_THE_RUN='finished clean'
FP.DIEW_UM=613
FINALWEIGHTEDCONGESTION=0.993
YS_CHIP_AREA_UM2=149000
CLK_PIN_SLEW_NS=0.06
DIE_Y_UM=613
AREA_GROWTH_PCT=11.4
TRITONCTS_NUM_SINKS=3200
SLEW_VIOLATIONS=0
CORE_AREA_UM2=370000
NUMBER_OF_PLACED_INSTANCES_WITH_TAPS_INCLUDED=14500
SYNTH.LIB_CELLS_USED.DISTINCT=79
DETAILED_PLACE_HPWL_UM=297000
MIN-DELAY-PATH-CLASS='flop to flop'
YOSYS-DOMINANT-COMB-FAMILY='simple AND/OR/NAND/NOR gates'
CTS.HOLD.BUFFERS_ADDED=0
FILLER_CELL_COUNT=31300
SYNTH-ASYNC-RESET-RATIO_PCT=0
WORST-SLEW-PIN-TRANSITION_NS=1.12
YS_SH_ADDER_PCT=0
DRC_ERRORS=0
PEAKVDDDROP_mV=0.0191
BUFFERS_ADDED_ON_PORTS=69
WL_UM=478000
FMAXACHIEVABLE_GHz=0.0247
CTS_H_TREE_DEPTH=5
AVGSYNTHCELLAREA_UM2=14.8
YOSYSSEQAREASHARE_PCT=62.7
NETLIST_INSTANCES=10100
WORSTSETUPENDPOINTTYPE='output port'
DPL-INSTANCE-AREA_UM2=155000
FP-UTILIZATION_PCT=40.3
TRITONCTS='yes'
COMBINATIONAL_CELL_AREA_EXCLUDING_BUFFERS_AND_INVERTERS_UM2=51700
GRTUSAGETOTAL_PCT=27.8
GRT_PASS1_VIAS=90200
LAY_TOP_COUNT='sky130_fd_sc_hd__edfxtp_1'
POSTCTSSETUPBUFFERS=0
VIAS_PER_CELL=5.63
SYNTH.YOSYS.WARNINGS=2
SYNTH.CELLMIX.COMPOUNDSHARE_PCT=1.80
ANTENNA_VIOLATIONS_BEFORE_REPAIR=19
FINALCRITICALPERIOD_NS=40.52
HOLD_VIOL_FINAL=0
MOSTFREQUENTLAYOUTCELLS='sky130_fd_sc_hd__edfxtp_1 (2944), sky130_fd_sc_hd__and2_1 (2929), sky130_fd_sc_hd__mux4_2 (873), sky130_fd_sc_hd__buf_4 (418), sky130_fd_sc_hd__mux2i_1 (389)'
STD_CELL_ROWS=223
IOS=74
WARNING_COUNT=34
CTSROOTBUFFERMASTER='sky130_fd_sc_hd__clkbuf_16'
EDF_COUNT=2944
CLOCK_TREE.BUFFER_DEPTH=4
GLOBAL_ROUTE_WIRE_LENGTH_BEFORE_REPAIR_UM=676000
REQUIRED_ARRIVAL_TIME_AT_THE_WORST_ENDPOINT_NS=66.40
ROUTED_WIRE_LENGTH_PER_INSTANCE_UM=31.7
FP.DIEAREA_UM2=375000
SETUP-VIOLATIONS-FINAL=0
CTS_RESIZED=0
SYNTH_AREA_IN_SIMPLE_GATES_PCT=16.5
STATIC-LEAKAGE-POWER_nW=57.7
FINAL_MIN_PERIOD_OVER_CLOCK_PERIOD_PCT=48.8
FIN_TOTAL_PWR_mW=3.66
POST-ROUTE-UTIL_PCT=44.9
PATH_CLASS='primary input to output port'
WORST_SETUP_PATH_START_KIND='primary input'
AREA_OF_THE_MAPPED_NETLIST_UM2=149000
RSZ0062_AT_GRT='no'
CTS-BUFFERS-INSERTED=344
VIAS=84900
WORST-ENDPOINT-ARRIVAL_NS=23.92
CLOCK_INSERTION_DELAY_WORST_SKEW_NS=0.94
FINAL_CELL_COUNT_NO_FILL=15100
SYNTHXORXNORAREAFRAC_PCT=0.153
POWER_PER_CELL_AREA_nW_PER_UM2=22.0
YOSYS_REGISTER_BITS=3200
DOMINANTREGCELLSYNTH='sky130_fd_sc_hd__edfxtp_1'
LAYOUT-DRIVE-GT1-SHARE_PCT=19.8
MAXSLEWHEADROOM_PCT=24.5
FLOP_AREA_UM2=93500
FINAL.SETUP_SKEW_NS=0.0626
MUXSHAREOFSYNTHAREA_PCT=16.1
DRT_PASS1_ITERATIONS=7
FIN_AREA_UM2=166000
YS_CELLS=10100
DR.FIRST_ITER.DRC_COUNT=5694
FINAL.SETUP.TNS_NS=0
GLOBALROUTE.TOTALOVERFLOW=0
MAXIMUM_NUMBER_OF_PINS_ON_ONE_NET_BEFORE_GLOBAL_ROUTE_REPAIR=103
CAP_VIOL_MAX_COUNT=0
CRIT_PATH_MAX_FANOUT=56
ANTENNA_VIOLATING_NETS_POST_ROUTE=0
critical path, cell delays in order:
cell and delay [ns]:
sky130_fd_sc_hd__buf_16 0.30, sky130_fd_sc_hd__buf_4 0.59, sky130_fd_sc_hd__buf_4 0.54, sky130_fd_sc_hd__buf_4 0.58
sky130_fd_sc_hd__buf_4 0.65, sky130_fd_sc_hd__buf_4 0.50, sky130_fd_sc_hd__mux4_2 0.55, sky130_fd_sc_hd__mux2i_1 0.17
sky130_fd_sc_hd__buf_4 0.23, sky130_fd_sc_hd__a22o_1 0.18, sky130_fd_sc_hd__nor3b_1 0.05, sky130_fd_sc_hd__buf_4 0.20
sky130_fd_sc_hd__a221oi_1 0.23, sky130_fd_sc_hd__buf_4 0.25, sky130_fd_sc_hd__nand3_1 0.12, sky130_fd_sc_hd__xor2_1 0.16
sky130_fd_sc_hd__nor4_1 0.27, sky130_fd_sc_hd__nand3_1 0.14, sky130_fd_sc_hd__nor4_1 0.76, sky130_fd_sc_hd__buf_4 0.23
sky130_fd_sc_hd__clkdlybuf4s50_1 0.45
sequential cells by signal, indices dropped and copies added (netlist names):
| register | cells |
|---|---|
| counters | 256 |
| tags | 2944 |
metrics by stage:
step / setup slack (ns) / hold WS [ns]
2_1_floorplan: 46.46 / 0.452
3_3_place_gp: 42.23 / 0.478
3_5_place_dp: 42.24 / 0.482
4_1_cts: 42.21 / 0.491
5_1_grt: 41.92 / 0.510
6_report: 42.48 / 0.493
report_power, final:
group	internal, mW	switching, mW	total (mW)
Clock	0.849	0.639	1.49
Combinational	0.107	0.210	0.317
Sequential	1.83	0.0191	1.85
Total	2.79	0.869	3.66
synth_stat cells, drive strengths merged, types with 18 or more instances:
master / number / share of area [%]
edfxtp: 2944 / 59
and2: 2929 / 12
mux4: 873 / 13
clkbuf: 821 / 2.1
mux2i: 389 / 2.6
nor2: 326 / 0.82
dfxtp: 256 / 3.4
nand3: 215 / 0.72
buf: 209 / 0.66
nand2b: 141 / 0.59
or2: 131 / 0.55
nand2: 122 / 0.31
a22oi: 66 / 0.33
a21oi: 50 / 0.17
and3: 49 / 0.21
o21ai: 48 / 0.16
nor3: 43 / 0.15
mux2: 35 / 0.26
nand4: 32 / 0.13
o22ai: 32 / 0.13
nor2b: 24 / 0.10
a31oi: 21 / 0.088
nor3b: 19 / 0.096
inv: 18 / 0.045
metal layers:
layer | global-route usage (%) | share of wire [%] | vias up
met5 | 2.44 | 0.23 | -
met4 | 11.1 | 5.4 | 19
met3 | 19.4 | 16 | 838
met2 | 40.0 | 45 | 4972
met1 | 32.9 | 33 | 42400
li1 | - | - | 36600
worst paths after layout:
path | startpoint | end | slack (ns) | cells after the start
worst min register to register | counters[33][1]$_SDFFE_PP0P_ | counters[33][1]$_SDFFE_PP0P_ | 0.49 | 2
worst min-delay path | counters[33][1]$_SDFFE_PP0P_ | counters[33][1]$_SDFFE_PP0P_ | 0.49 | 2
worst max register to register | counters[53][1]$_SDFFE_PP0P_ | counters[18][1]$_SDFFE_PP0P_ | 78.04 | 11
worst max-delay path | pc_if[2] | valid_branch | 42.48 | 21
cell type report:
type	instances	share of cell area [%]
antenna	18	0.0271
timing repair buffer	471	2.25
sequential	3200	56.3
tap	4950	3.73
inverter	18	0.0407
clock inverter	168	0.980
clock buffer	434	5.51
multi-input combinational	5821	31.2
cell families (layout without fill, tap and decap cells):
kind of cell | count (synthesis) | in the layout
compound gates | 375 | 375
xor+xnor | 26 | 26
buf+inv | 1048 | 1091
flops | 3200 | 3200
mux | 1297 | 1297
other cells | 0 | 18
simple gates | 4123 | 4123
No activity file was given, so power comes from the tool's default toggle rates.
