`flow/design.v`:
```
package pcmux;
typedef enum bit [1:0] {
    pc_plus4  = 2'b00
    ,alu_out  = 2'b01
    ,alu_mod2 = 2'b10
} pcmux_sel_t;
endpackage
package marmux;
typedef enum bit {
    pc_out = 1'b0
    ,alu_out = 1'b1
} marmux_sel_t;
endpackage
package cmpmux;
typedef enum bit {
    rs2_out = 1'b0
    ,imm = 1'b1
} cmpmux_sel_t;
endpackage
package alumux;
typedef enum bit {
    rs1_out = 1'b0
    ,pc_out = 1'b1
} alumux1_sel_t;
typedef enum bit {
    imm = 1'b0
    ,rs2_out = 1'b1
} alumux2_sel_t;
endpackage
package fmux;
typedef enum bit [1:0]{
    rs_out = 2'b00
    ,regfilemux_out_mem = 2'b01
    ,regfilemux_out_wb = 2'b10
} forward_t;
endpackage
package regfilemux;
typedef enum bit [3:0] {
    alu_out   = 4'b0000
    ,cmp_out    = 4'b0001
    ,imm    = 4'b0010
    ,lw       = 4'b0011
    ,pc_plus4 = 4'b0100
    ,lb        = 4'b0101
    ,lbu       = 4'b0110   
    ,lh        = 4'b0111
    ,lhu       = 4'b1000   
} regfilemux_sel_t;
endpackage
interface rvfi_itf(input clk, input rst);
    logic halt;
    logic commit;
    logic [63:0] order;
    logic [31:0] inst;
    logic trap;
    logic [4:0] rs1_addr;
    logic [4:0] rs2_addr;
    logic [31:0] rs1_rdata;
    logic [31:0] rs2_rdata;
    logic load_regfile;
    logic [4:0] rd_addr;
    logic [31:0] rd_wdata;
    logic [31:0] pc_rdata;
    logic [31:0] pc_wdata;
    logic [31:0] mem_addr;
    logic [3:0] mem_rmask;
    logic [3:0] mem_wmask;
    logic [31:0] mem_rdata;
    logic [31:0] mem_wdata;
    logic [15:0] errcode;
endinterface
module regfile
(
    input clk,
    input rst,
    input load,
    input [31:0] in,
    input [4:0] src_a, src_b, dest,
    output logic [31:0] reg_a, reg_b
);
logic [31:0] data [32];
always_ff @(posedge clk)
begin
    if (rst)
    begin
        for (int i=0; i<32; i=i+1) begin
            data[i] <= '0;
        end
    end
    else if (load && dest)
    begin
        data[dest] <= in;
    end
end
always_comb
begin
    reg_a = src_a ? data[src_a] : 0;
    reg_b = src_b ? data[src_b] : 0;
end
endmodule : regfile
```
`flow/run.sh`:
```
#!/bin/bash
# OpenROAD 26Q1-2900-gdf79404cd8, Yosys 0.63+post, stock flow scripts
make -C /OpenROAD-flow-scripts/flow DESIGN_CONFIG=/design/flow/config.mk WORK_HOME=/design/flow/orfs finish
```
`flow/config.mk`:
```
export PLATFORM = sky130hd
export DESIGN_NAME = regfile
export DESIGN_NICKNAME = regfile
export VERILOG_FILES = /design/flow/design.v
export SDC_FILE = /design/flow/constraint.sdc
export NUM_CORES = 4
export LEC_CHECK = 1
export CORE_UTILIZATION = 30
```
`flow/constraint.sdc`:
```
current_design regfile

set clk_period 15.8
set clk_io_pct 0.2

create_clock -name clk0 -period $clk_period [get_ports {clk}]

set non_clock_inputs [all_inputs -no_clocks]
set_input_delay [expr $clk_period * $clk_io_pct] -clock clk0 $non_clock_inputs
set_output_delay [expr $clk_period * $clk_io_pct] -clock clk0 [all_outputs]
```
==> ci_impl_report.md <==
### Metrics collected by this job

| Metric | Value |
|---|---|
| Ports | `114` |
| Sequential element share of the synthesized area | `0.5670` |
| Placer Congestion | `0.9016` |
| Nature of the critical path startpoint | `input pin` |
| Critical path required time | `12.64 ns` |
| Relative slew slack | `0.3609` |
| Levels on crit path | `7` |
| Drt initial violations | `2176` |
| Number of synthesized flops with an enable pin | `1024` |
| Fin area | `61680 um2` |
| Initial antenna violation count | `13` |
| Fraction of layout cells with a size suffix above 1 | `0.2508` |
| TritonCTS clock tree | `yes` |
| Die width | `427.2 um` |
| Setup violations, final | `0` |
| Period utilisation layout | `0.6533` |
| Peak VDD IR | `0.08705 mV` |
| Die H | `427.2 um` |
| Clk slew on worst S/H paths | `0.06 ns` |
| Hold path depth | `1` |
| Port-buffer cells | `113` |
| WL/cell | `31.73 um` |
| Placed cell areas | `58320 um2` |
| Worst slew pin tran | `0.9563 ns` |
| Number of max-cap violations | `0` |
| YS chip area | `54230 um2` |
| Fin. Hold Viols | `0` |
| Largest Register | `data` |
| Avg Vias per Cell | `5.467` |
| CTS Hold Bufs | `0` |
| DP HPWL | `110300 um` |
| Ys Warns | `1` |
| Tool warnings | `26` |
| H-tree depth | `3` |
| Cells after DPL | `5798` |
| Yosys reg bits | `1024` |
| Fmax | `96.88 MHz` |
| Layout area overhead | `13.72%` |
| DR vias | `32790` |
| CP peak stage delay | `0.89 ns` |
| Avg Inst Size Synth | `15.49 um2` |
| Mapped cell area | `54230 um2` |
| P_leak | `20.71 nW` |
| Core footprint | `179000 um2` |
| Power, Total | `6.492 mW` |
| Clk buf depth | `3` |
| Top flop regs | `data (1024)` |
| Cells after Synth | `3502` |
| Placement Rows | `155` |
| Chip area | `182500 um2` |
| Slew Limit Fails | `0` |
| Clock root buffer | `clkbuf_16` |
| Max FO, Critical Path | `76` |
| Final-layout fill cell count | `16690` |
| Ys cells | `3502` |
| Fin Setup TNS | `0 ns` |
| Largest net degree at the start of global routing | `77` |
| CTS sink count | `1024` |
| Crit Path Class | `in2out` |
| DRC violations left | `0` |
| Drt pass-1 iters | `6` |
| Crit end category | `primary output` |
| Post-CTS Setup Inserts | `0` |
| First-pass GRT wire length | `264800 um` |
| Top delay family on crit path | `buffers and inverters` |
| Cell Count, Final, Fillers Out | `5998` |
| Hold Crit Class | `in2reg` |
| Crit-path cells | `buf_8 > buf_4 > buf_12 > mux4_2 > a2111oi_1 > nor3_1 > clkdlybuf4s50_1` |
| Max FFs per register | `1024` |
| WP buf/inv | `4` |
| Final wirelength | `190300 um` |
| Synth cell types | `42` |
| Fp util | `0.3030` |
| Dominant Register Cell | `edfxtp_1` |
| Gr usage total | `0.2234` |
| Post_cts resized | `0` |
| Number of global-route vias before repair | `35410` |
| Final Critical Period | `10.32 ns` |
| RSZ-0062 raised after global routing | `no` |
| Overflow after GRT | `0` |
| Power per cell area | `105.3 nW/um2` |
| Asr flop ratio synth | `0` |
| CTS buffer count | `109` |
| Crit-path slowest cell | `a2111oi_1` |
| Final ANT Viol Nets | `0` |
| Status | `finished, final reports clean` |
| Worst Path Arrival | `7.16 ns` |
| Fin util | `0.3446` |
## power breakdown
part	internal [mW]	switching, mW
combinational	0.358	0.457
sequential	3.14	0.0730
clock	1.39	1.07
total	4.89	1.60
## cell type report
cell class | instances | area [um2] | share of cell area
inverter | 2 | 7.507 | 0.0001217
clock inverter | 53 | 446.7 | 0.007242
sequential | 1024 | 30750 | 0.4986
multi-input combinational | 2120 | 22080 | 0.3580
antenna | 6 | 15.01 | 0.0002434
timing repair buffer | 297 | 2541 | 0.04120
clock buffer | 141 | 2890 | 0.04686
tap | 2355 | 2947 | 0.04778
## worst paths after layout
path,startpoint,endpoint
worst min-delay path,rst,data[0][9]
worst max-delay path,src_b[0],reg_b[12]
## layout by cell type (no fill, tap or decap), drive strengths merged, types with 4 or more instances in the layout
cell type      count
clkinv            44
nand2              7
mux2              30
mux4             472
nor4               6
a21oi             12
or2               33
nand3b             5
a221oi             4
nor2              36
inv                4
a22oi             16
o21ai              4
a22o              51
nor3              54
diode              6
mux2i            150
clkdlybuf4s50    103
buf              193
a2111oi           55
conb              32
nor2b             14
clkbuf           142
o22ai            103
or3b               4
edfxtp          1024
nand2b             5
nand3              5
and2             995
a32o               4
bufinv             7
a211oi             7
## cells by family (layout without fill, tap and decap cells)
| logic type | after synthesis | count (layout) | synth area share |
|---|---|---|---|
| AND-OR/OR-AND | 259 | 259 | 0.03652 |
| AND/OR/NAND/NOR | 1177 | 1177 | 0.1333 |
| flip-flops | 1024 | 1024 | 0.5670 |
| other | 1 | 38 | 0.00006915 |
| multiplexers | 652 | 652 | 0.2299 |
| buffers and inverters | 389 | 493 | 0.03315 |
## synthesized netlist by cell type, drive strengths merged, types with 3 or more instances
| library cell | n | area share |
|---|---|---|
| a32o | 4 | 0.00074 |
| mux4 | 472 | 0.20 |
| a21oi | 12 | 0.0011 |
| nor3 | 54 | 0.0050 |
| nor2 | 36 | 0.0025 |
| nor2b | 14 | 0.0016 |
| nand2b | 5 | 0.00058 |
| a211oi | 7 | 0.00097 |
| nand3b | 5 | 0.00069 |
| o21ai | 4 | 0.00037 |
| buf | 115 | 0.014 |
| a22oi | 16 | 0.0022 |
| or2 | 33 | 0.0038 |
| a2111oi | 55 | 0.0098 |
| or3b | 4 | 0.00065 |
| clkbuf | 272 | 0.019 |
| mux2i | 150 | 0.028 |
| a22o | 51 | 0.0082 |
| and3 | 3 | 0.00035 |
| nand2 | 7 | 0.00048 |
| a221oi | 4 | 0.00065 |
| mux2 | 30 | 0.0062 |
| nor4b | 3 | 0.00060 |
| nand3 | 5 | 0.00046 |
| nor4 | 6 | 0.00069 |
| edfxtp | 1024 | 0.57 |
| o22ai | 103 | 0.012 |
| and2 | 995 | 0.11 |
## per-layer routing
| metal | global-route usage | vias up | part of all wire |
|---|---|---|---|
| li1 | - | 13670 | - |
| met1 | 0.2368 | 16090 | 0.31 |
| met2 | 0.3267 | 2568 | 0.46 |
| met3 | 0.1755 | 444 | 0.18 |
| met4 | 0.09274 | 17 | 0.054 |
| met5 | 0.01852 | - | 0.0018 |
## metrics by stage
| stage | hold slack [ns] | setup WS, ns |
|---|---|---|
| 2_1_floorplan | 3.358 | 7.878 |
| 3_3_place_gp | 3.686 | 5.302 |
| 5_1_grt | 2.927 | 5.301 |
| 6_report | 2.937 | 5.478 |
| 3_5_place_dp | 3.684 | 5.325 |
| 4_1_cts | 2.903 | 5.316 |
No activity file was given, so power comes from the tool's default toggle rates.
